==> flow/design.v <==
module DecompressionUnit(
	input  [15:0] orig_instr,
	output [31:0] decomp_instr
);
	reg [31:0] decomp_instr;
	always@(*) begin
		decomp_instr[31]  = 1'b0;  
		decomp_instr[1:0] = 2'b11;  
		case (orig_instr[1:0])
			2'b00: begin
				decomp_instr[30:27] = 4'b0;  
				decomp_instr[26]    = orig_instr[5];  
				decomp_instr[25]    = orig_instr[12];  
				decomp_instr[19:18] = 2'b01;  
				decomp_instr[17:15] = orig_instr[9:7];  
				decomp_instr[14:12] = 3'b010;
				decomp_instr[6]     = 1'b0;
				decomp_instr[5]     = orig_instr[15];
				decomp_instr[4:2]   = 3'b000;
				if (orig_instr[15]) begin
					decomp_instr[24:23] = 2'b01;  
					decomp_instr[22:20] = orig_instr[4:2];  
					decomp_instr[11:10] = orig_instr[11:10];  
					decomp_instr[9]     = orig_instr[6];  
					decomp_instr[8:7]   = 2'b00;  
				end else begin
					decomp_instr[24:23] = orig_instr[11:10];  
					decomp_instr[22]    = orig_instr[6];  
					decomp_instr[21:20] = 2'b00;  
					decomp_instr[11:10] = 2'b01;  
					decomp_instr[9:7]   = orig_instr[4:2];  
				end
			end
			2'b01: begin
				case (orig_instr[15:13])
					3'b000: begin
						decomp_instr[30:26] = 5'b00000;  
						decomp_instr[25]    = orig_instr[12];  
						decomp_instr[24:20] = orig_instr[6:2];  
						decomp_instr[19:15] = orig_instr[11:7];  
						decomp_instr[14:12] = 3'b000;
						decomp_instr[11:7]  = orig_instr[11:7];  
						decomp_instr[6:2]   = 5'b00100;						
					end
					3'b100: begin
						decomp_instr[30]    = orig_instr[10];  
						decomp_instr[29:26] = 4'b0000;  
						decomp_instr[25]    = orig_instr[12];  
						decomp_instr[24:20] = orig_instr[6:2];  
						decomp_instr[19:15] = {2'b01, orig_instr[9:7]};  
						decomp_instr[14]    = 1'b1; 
						decomp_instr[13]    = orig_instr[11];  
						decomp_instr[12]    = 1'b1; 
						decomp_instr[11:7]  = {2'b01, orig_instr[9:7]};  
						decomp_instr[6:2]   = 5'b00100;
					end
					3'b001, 3'b101: begin
						decomp_instr[30]    = orig_instr[8];  
						decomp_instr[29:28] = orig_instr[10:9];  
						decomp_instr[27]    = orig_instr[6];  
						decomp_instr[26]    = orig_instr[7];  
						decomp_instr[25]    = orig_instr[2];  
						decomp_instr[24]    = orig_instr[11];  
						decomp_instr[23:21] = orig_instr[5:3];  
						decomp_instr[20]    = orig_instr[12];  
						decomp_instr[19:12] = 8'b0;  
						decomp_instr[11:8]  = 4'b0000;  
						decomp_instr[7]     = ~orig_instr[15];  
						decomp_instr[6:2]   = 5'b11011;
					end
					3'b110, 3'b111: begin
						decomp_instr[30:29] = 2'b00;  
						decomp_instr[28]    = orig_instr[12];  
						decomp_instr[27:26] = orig_instr[6:5];  
						decomp_instr[25]    = orig_instr[2];  
						decomp_instr[24:20] = 5'b00000;  
						decomp_instr[19:18] = 2'b01;  
						decomp_instr[17:15] = orig_instr[9:7];  
						decomp_instr[14:13] = 2'b00;
						decomp_instr[12]    = orig_instr[13];  
						decomp_instr[11:10] = orig_instr[11:10];  
						decomp_instr[9:8]   = orig_instr[4:3];  
						decomp_instr[7]     = 1'b0;  
						decomp_instr[6:2]   = 5'b11000;
					end
					default: begin
						decomp_instr[30:2]  = 29'b0; 
					end
				endcase  
			end
			2'b10: begin
				decomp_instr[30:25] = 6'b000000;  
				decomp_instr[14:13] = 2'b00;
				decomp_instr[3]     = 1'b0;
				if (orig_instr[15]) begin
					decomp_instr[12] = 1'b0;  
					decomp_instr[5]  = 1'b1;
					if (|orig_instr[6:2]) begin
						decomp_instr[24:20] = orig_instr[6:2];  
						decomp_instr[11:7]  = orig_instr[11:7];  
						decomp_instr[6]     = 1'b0;
						decomp_instr[4]     = 1'b1;
						decomp_instr[2]     = 1'b0;
						if (orig_instr[12]) begin
							decomp_instr[19:15] = orig_instr[11:7];  
						end else begin
							decomp_instr[19:15] = 5'b00000;  
						end
					end else begin
						decomp_instr[24:20] = 5'b00000;  
						decomp_instr[19:15] = orig_instr[11:7];  
						decomp_instr[11:8]  = 4'b0;  
						decomp_instr[7]     = orig_instr[12];  
						decomp_instr[6]     = 1'b1;
						decomp_instr[4]     = 1'b0;
						decomp_instr[2]     = 1'b1;
					end
				end else begin
					decomp_instr[24:20] = orig_instr[6:2];  
					decomp_instr[19:15] = orig_instr[11:7];  
					decomp_instr[12]    = 1'b1;  
					decomp_instr[11:7]  = orig_instr[11:7];  
					decomp_instr[6:4]   = 3'b001;
					decomp_instr[2]     = 1'b0;
				end
			end
			2'b11: begin
				decomp_instr[30:2] = 29'b0;
			end
		endcase
	end
endmodule
module cache_ro(
    clk,
    proc_reset,
    proc_addr,
    proc_rdata,
    proc_stall,
    mem_read,
    mem_addr,
    mem_rdata,
    mem_ready
	);
    localparam START    = 1'b0;
    localparam ALLOCATE = 1'b1;
    integer i;
    input          clk;
    input          proc_reset;
    input   [29:0] proc_addr;
    output         proc_stall;
    output  [31:0] proc_rdata;
    input  [127:0] mem_rdata;
    input          mem_ready;
    output  reg    mem_read; 
    output  reg [27:0] mem_addr;
    reg         valid_w[0:7];
    reg         valid_r[0:7];
    reg  [24:0] tag_w  [0:7];
    reg  [24:0] tag_r  [0:7];
    reg  [31:0] word_w[0:31];
    reg  [31:0] word_r[0:31];
    reg  state_nxt; 
    reg  state; 
    reg     hit_or_miss;  
    reg [31:0]  rdata;
    reg         stall;
	always@( posedge clk) begin
	    if( proc_reset ) begin
	        state <= START;
	    end
	    else begin
	        state <= state_nxt;
	    end
	end
	always@(*) begin
	    case ( state )
	        START:
	            begin 
	                if( hit_or_miss ) begin
	                    state_nxt = START;
	                end
	                else begin
	                    state_nxt = ALLOCATE;
	                end
	            end
	        ALLOCATE:
	            begin
	                if( mem_ready ) begin
	                    state_nxt = START;
	                end
	                else begin
	                    state_nxt = ALLOCATE;
	                end
	            end
	    endcase
	end
	assign proc_rdata = rdata;
	assign proc_stall = stall;
	always@(*) begin
	    rdata          = 32'b0;
	    stall          = 1'b0;
	    mem_read       = 0;
	    mem_addr       = proc_addr[29:2];
	    hit_or_miss    = 1'b0;
	    for (i=0;i<8;i=i+1) begin
	        valid_w[i] = valid_r[i]; 
	        tag_w[i]   = tag_r[i]; 
	    end
	    for (i=0;i<32;i=i+1) begin
	        word_w[i]  = word_r[i]; 
	    end
	    case ( state ) 
	        START:
	            begin
	                if( valid_r[proc_addr[4:2]] && ( tag_r[proc_addr[4:2]] == proc_addr[29:5] ) ) begin
	                    stall = 1'b0;
	                    hit_or_miss = 1'b1;
	                    rdata = word_r[proc_addr[4:0]];  
	                end
	                else begin
	                    stall = 1'b1;
	                end
	            end
	        ALLOCATE:
	            begin
	                stall = 1'b1;
	                if ( mem_ready ) begin
	                    case ( proc_addr[4:2] ) 
	                        3'd0: tag_w[0] = proc_addr[29:5];
	                        3'd1: tag_w[1] = proc_addr[29:5];
	                        3'd2: tag_w[2] = proc_addr[29:5];
	                        3'd3: tag_w[3] = proc_addr[29:5];
	                        3'd4: tag_w[4] = proc_addr[29:5];
	                        3'd5: tag_w[5] = proc_addr[29:5];
	                        3'd6: tag_w[6] = proc_addr[29:5];
	                        3'd7: tag_w[7] = proc_addr[29:5];
	                    endcase
	                    valid_w[proc_addr[4:2]] = 1'b1;
	                    {{word_w[{proc_addr[4:2], 2'b11}]}, {word_w[{proc_addr[4:2], 2'b10}]},
	                     {word_w[{proc_addr[4:2], 2'b01}]}, {word_w[{proc_addr[4:2], 2'b00}]}} = mem_rdata;
	                end
	                else begin
	                    mem_addr = proc_addr[29:2];
	                    mem_read =  1'b1;
	                end
	            end
	    endcase
	end
	always@( posedge clk ) begin
	    if( proc_reset ) begin
	        for (i=0;i<8;i=i+1) begin
	            valid_r[i] <= 1'b0;  
	            tag_r[i]   <= 25'b0;  
	        end
	        for (i=0;i<32;i=i+1) begin
	            word_r[i]  <= 32'b0;  
	        end
	    end
	    else begin
	        for (i=0;i<8;i=i+1) begin
	            valid_r[i] <= valid_w[i];  
	            tag_r[i]   <= tag_w[i];  
	        end
	        for (i=0;i<32;i=i+1) begin
	            word_r[i]  <= word_w[i];  
	        end
	    end
	end
endmodule
module cache_comp(
    clk,
    proc_reset,
    proc_addr,
    proc_rdata,
    proc_stall,
    mem_read,
    mem_addr,
    mem_rdata,
    mem_ready,
    pc_add
	);
    localparam START    = 1'b0;
    localparam ALLOCATE = 1'b1;
    integer i;
    input          clk;
    input          proc_reset;
    input   [30:0] proc_addr;
    output         proc_stall;
    output  [31:0] proc_rdata;
    input  [127:0] mem_rdata;
    input          mem_ready;
    output  reg    mem_read; 
    output  reg [27:0] mem_addr;
    output  reg pc_add;  
    reg         valid_w[0:7];
    reg         valid_r[0:7];
    reg  [24:0] tag_w  [0:7];
    reg  [24:0] tag_r  [0:7];
    reg  [15:0] word_w[0:63]; 
    reg  [15:0] word_r[0:63];
    wire [5:0] next_half_block;
    reg cross_block_error_r, cross_block_error_w;
    wire [27:0] next_block_addr;
    wire [31:0] decomp_instr;
    reg  [15:0] orig_instr;
    reg  state_nxt, state;  
    reg     hit_or_miss;  
    reg [31:0]  rdata;
    reg         stall;
    DecompressionUnit DU1(.orig_instr  (orig_instr), .decomp_instr(decomp_instr));
	always@( posedge clk) begin
	    if( proc_reset ) begin
	        state <= START;
	    end else begin
	        state <= state_nxt;
	    end
	end
	always@(*) begin
	    case ( state )
	        START:
	            begin 
	                if( hit_or_miss ) state_nxt = START;  
	                else state_nxt = ALLOCATE;
	            end
	        ALLOCATE:
	            begin
	                if( mem_ready ) state_nxt = START;
	                else state_nxt = ALLOCATE;
	            end
	    endcase
	end
	assign proc_rdata = rdata;
	assign proc_stall = stall;
	assign next_half_block = proc_addr[5:0] + 6'd1;
	assign next_block_addr = proc_addr[30:3] + 28'd1;
	always@(*) begin
	    rdata               = 32'b0;
	    stall               = 1'b0;
	    mem_read            = 0;
	    mem_addr            = proc_addr[29:2];
	    hit_or_miss         = 1'b0;
	    pc_add              = 1'b1;
	    cross_block_error_w = 1'b0;
	    for (i=0;i<8;i=i+1) begin
	        valid_w[i] = valid_r[i]; 
	        tag_w[i]   = tag_r[i]; 
	    end
	    for (i=0;i<64;i=i+1) begin
	        word_w[i]  = word_r[i]; 
	    end
	    case ( state ) 
	        START:
	            begin
	                if( valid_r[proc_addr[5:3]] && ( tag_r[proc_addr[5:3]] == proc_addr[30:6] ) ) begin
	                    if ( &word_r[proc_addr[5:0]][9:8] ) begin
	                    	if ( (&proc_addr[2:0]) && ( tag_r[next_half_block[5:3]] == proc_addr[30:6]) ) begin
	                    		stall = 1'b1;
	                    		cross_block_error_w = 1'b1;
	                    	end else begin
	                    		stall = 1'b0;
	                    		hit_or_miss = 1'b1;
	                    		rdata = {word_r[proc_addr[5:0]][ 7: 0], word_r[proc_addr[5:0]][15: 8],
	                    				 word_r[proc_addr[5:0]][23:16], word_r[proc_addr[5:0]][31:24]};  
	                    	end
	                    end else begin
	                    	stall = 1'b0;
	                    	hit_or_miss = 1'b1;
	                    	orig_instr = {word_r[proc_addr[5:0]][7:0], word_r[proc_addr[5:0]][15:8]};  
	                    	rdata = decomp_instr;
	                    	pc_add = 1'b0;
	                    end
	                end
	                else begin
	                    stall = 1'b1;
	                end
	            end
	        ALLOCATE:
	            begin
	                stall = 1'b1;
	                if ( mem_ready ) begin
	                    case ( proc_addr[4:2] ) 
	                        3'd0: tag_w[0] = proc_addr[30:6];
	                        3'd1: tag_w[1] = proc_addr[30:6];
	                        3'd2: tag_w[2] = proc_addr[30:6];
	                        3'd3: tag_w[3] = proc_addr[30:6];
	                        3'd4: tag_w[4] = proc_addr[30:6];
	                        3'd5: tag_w[5] = proc_addr[30:6];
	                        3'd6: tag_w[6] = proc_addr[30:6];
	                        3'd7: tag_w[7] = proc_addr[30:6];
	                    endcase
	                    valid_w[proc_addr[5:3]] = 1'b1;
	                    {{word_w[{proc_addr[5:3], 3'b110}]}, {word_w[{proc_addr[5:3], 3'b111}]},
	                     {word_w[{proc_addr[5:3], 3'b100}]}, {word_w[{proc_addr[5:3], 3'b101}]},
	                     {word_w[{proc_addr[5:3], 3'b010}]}, {word_w[{proc_addr[5:3], 3'b011}]},
	                     {word_w[{proc_addr[5:3], 3'b000}]}, {word_w[{proc_addr[5:3], 3'b001}]}} = mem_rdata;
	                end
	                else begin
	                    mem_addr = (cross_block_error_r) ? next_block_addr : proc_addr[30:3];
	                    mem_read =  1'b1;
	                end
	            end
	    endcase
	end
	always@( posedge clk ) begin
	    if( proc_reset ) begin
	        for (i=0;i<8;i=i+1) begin
	            valid_r[i] <= 1'b0;  
	            tag_r[i]   <= 25'b0;  
	        end
	        for (i=0;i<64;i=i+1) begin
	            word_r[i]  <= 16'b0;  
	        end
	        cross_block_error_r <= 1'b0;  
	    end
	    else begin
	        for (i=0;i<8;i=i+1) begin
	            valid_r[i] <= valid_w[i];  
	            tag_r[i]   <= tag_w[i];  
	        end
	        for (i=0;i<64;i=i+1) begin
	            word_r[i]  <= word_w[i];  
	        end
	        cross_block_error_r <= cross_block_error_w;  
	    end
	end
endmodule
==> flow/run.sh <==
#!/bin/bash
# OpenROAD 26Q1-2900-gdf79404cd8, Yosys 0.63+post, stock flow scripts
make -C /OpenROAD-flow-scripts/flow DESIGN_CONFIG=/design/flow/config.mk WORK_HOME=/design/flow/orfs finish
==> flow/config.mk <==
export PLATFORM = sky130hd
export DESIGN_NAME = cache_comp
export DESIGN_NICKNAME = cache_comp
export VERILOG_FILES = /design/flow/design.v
export SDC_FILE = /design/flow/constraint.sdc
export NUM_CORES = 4
export LEC_CHECK = 1
export CORE_UTILIZATION = 40
==> flow/constraint.sdc <==
current_design cache_comp

set clk_period 7.4
set clk_io_pct 0.2

create_clock -name clk0 -period $clk_period [get_ports {clk}]

set non_clock_inputs [all_inputs -no_clocks]
set_input_delay [expr $clk_period * $clk_io_pct] -clock clk0 $non_clock_inputs
set_output_delay [expr $clk_period * $clk_io_pct] -clock clk0 [all_outputs]
==> summary.txt <==
yosys + openroad results -> Cell Type Count 63, synthesized area per cell 7.65 µm², clock buffer depth 3, worst skew pair latency 0.52 ns, setup TNS 0 ns, Pre-Repair DR Iteration Count 5, status completed, yosys cell count 1326, P_leak 3.92 nW, asr flop ratio synth 0%, number of fill cells 2407, post-CTS setup buffers 0, Setup WS post-layout 0.686 ns, Residual DRC 0, metal3 WL 2750 µm, placed cell count 1626, routed wl met2 15500 µm, Reg-to-Reg Start tag_r[4][17], input/output buffers 67, clk root buf clkbuf_16, Reg clk slew, reported paths 0.06 ns, cell area power density 218 mW/mm², area figure in the yosys stat output 0.0101 mm², layout cell share with drive strength beyond 1 9.55%, RSZ-0062 raised after global routing no, Post-Route WL 34200 µm, Peak VDD IR 0.132 mV, CTS Buf Count 24, # Max-Cap Violations 0, Antenna Nets Post-Route 0, total power 2.52 mW, Fin Clk Skew 0.0177 ns, first-pass GRT wire length 52000 µm, Antenna diodes 0, Post-Syn Instances 1326, Worst Tran Pin Value 0.915 ns, RePlAce Congestion 0.910, Setup Crit Path Kind in -> out, FF-to-FF End state, crit path DAT 5.23 ns, Min Hold Slack 0.448 ns, Worst Hold End tag_r[4][17], vias 9328, initial drt markers 793, Reg2Reg Setup Slack 5.12 ns, CTS resizes 0, Synth flops 209, io pins 225, CTS tree yes, H-tree lvl count 1, Core ar. 0.0246 mm², fmax 149 MHz, post-layout util 47.0%, Final Hold Viols 0, area grow syn2layout 14.0%, Post-synth seq share 41.3%, post-DP HPWL 20900 µm, Post-synth EDFFs 0, CTS Hold Bufs 0, HP Class reg -> reg, CTS sink count 209, Crit. End Element output port, die width 161 µm, Setup crit start kind primary input, pre-CTS setup slack 0.750 ns, WL met1 15000 µm, Design Area, Final 0.0116 mm², yosys warns 10, hold_sp tag_r[4][17], Avg WL per Cell 20.5 µm, Die Span Y 161 µm, largest net degree at the start of global routing 107, initial antenna violation count 0, Hold Crit Depth 2, WP data required 5.92 ns, final non-filler cell total 1665, critical path fanouts, max 24, Final min period 6.71 ns, main flop type dfxtp_1, post-layout period usage 90.7%, Chip Area 0.0260 mm², GRT overflow 0, Placed Area 0.0108 mm², FP Util 41.2%, reg2reg path depth 7, vias per cell 5.60, Synth Cell Area 0.0101 mm², Worst slew margin 38.8%, gr usage total 27.1%, vias in the first global route 8627, count of pins over their slew limit 0, Top Metal Used met4, # setup viols final 0, # rows 57, Tool Warnings 157
layout by cell type, fill, tap and decap left out, types with 10 or more instances in the layout:
cell type and instances:
clkbuf_1 10, conb_1 27, a21oi_1 214, mux2i_1 28, nand2b_1 18, buf_4 34
mux2_2 40, clkdlybuf4s50_1 63, a221oi_1 23, clkbuf_16 25, o21ai_0 14, dfxtp_1 209
nor2_1 36, nand2_1 432, inv_1 13
logic make-up after synthesis:
kind of cell	share of synthesized area, %
simple gates	22.2
compound gates	19.2
xor+xnor	0.777
other cells	0.0370
buf+inv	7.90
flops	41.3
mux	8.54
synth_stat cells (5+ instances only):
cell type	instances	area, µm²
mux2i_1	28	280
mux2_2	40	450
nand2_1	432	1620
nor2_1	40	150
a22o_1	5	43.8
buf_4	35	263
dfxtp_1	209	4180
o21ai_0	14	70.1
inv_1	13	48.8
xnor2_1	6	52.6
a22oi_1	7	52.6
nor3b_1	5	37.5
nand4_1	8	50.1
nand2b_1	18	113
a221o_1	5	50.1
clkbuf_1	95	357
nor2b_1	9	56.3
buf_2	16	80.1
nor3_1	9	45.0
a221oi_1	23	201
o221ai_1	6	52.6
mux4_2	6	135
o2bb2ai_1	6	52.6
a21oi_1	214	1070
per-layer routing:
| layer | vias to the layer above | track usage, % |
|---|---|---|
| met1 | 4421 | 40.2 |
| met5 | - | 0 |
| met2 | 397 | 41.2 |
| met3 | 64 | 5.79 |
| met4 | 0 | 6.78 |
| li1 | 4446 | - |
power breakdown:
group          leakage [nW]  internal (mW)  switching, mW
logic                  1.88         0.0936          0.161
registers              1.69           1.14        0.00697
clock network         0.349          0.659          0.456
area by class of cell:
| type | count | area, µm² | share of cell area, % |
|---|---|---|---|
| Tap cell | 324 | 405 | 3.51 |
| Timing Repair Buffer | 101 | 912 | 7.89 |
| Multi-Input combinational cell | 978 | 5290 | 45.8 |
| Inverter | 14 | 52.6 | 0.455 |
| Sequential cell | 209 | 4180 | 36.2 |
| Clock buffer | 36 | 677 | 5.85 |
| Clock inverter | 3 | 40.0 | 0.346 |
how the worst max path moves through the flow:
stage / cells after the start / endpoint / slack, ns / startpoint
6_report: 10 / proc_rdata[1] / 0.69 / proc_addr[4]
5_1_grt: 10 / proc_rdata[10] / 0.50 / proc_addr[4]
4_1_cts: 10 / proc_rdata[1] / 0.73 / proc_addr[4]
worst max-delay path, stage by stage:
cell	delay, ns
buf_2	0.56
buf_4	0.36
or3_1	0.61
nor2_1	0.11
or3b_2	0.52
a2111oi_4	0.47
nand4_1	0.15
nor3_1	0.30
buf_4	0.20
clkdlybuf4s50_1	0.45
registers in the layout, summed over array words and instances, names as in the netlist:
signal   count
state        1
valid_r      8
tag_r      200
Power is estimated from default activity; no workload was simulated.
