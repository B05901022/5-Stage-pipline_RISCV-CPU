==> ./design.v <==
module BPU(
    clk,
    rst_n,
    B,
    stall,
    PreWrong,
    BrPre
);
    input   clk;
    input   rst_n;
    input   B;         
    input   stall;     
    input   PreWrong;  
    output  BrPre;    
    parameter   WEAK_TAKE       = 2'b00;
    parameter   STRONG_TAKE     = 2'b01;    
    parameter   WEAK_NOT_TAKE   = 2'b10;  
    parameter   STRONG_NOT_TAKE = 2'b11;
    reg [1:0]   state, nxt_state;
    reg         prdict, BrPre;
    always@(*) begin
        case(state)
            WEAK_TAKE:  begin
                prdict = 1'b1;
                if(PreWrong)    nxt_state = WEAK_NOT_TAKE;
                else            nxt_state = STRONG_TAKE; 
            end
            STRONG_TAKE: begin
                prdict = 1'b1;
                if(PreWrong)    nxt_state = WEAK_TAKE;
                else            nxt_state = STRONG_TAKE; 
            end
            WEAK_NOT_TAKE: begin
                prdict = 1'b0;
                if(PreWrong)    nxt_state = WEAK_TAKE;
                else            nxt_state = STRONG_NOT_TAKE; 
            end
            STRONG_NOT_TAKE: begin
                prdict = 1'b0;
                if(PreWrong)    nxt_state = WEAK_NOT_TAKE;
                else            nxt_state = STRONG_NOT_TAKE; 
            end
        endcase
    end
    always@(*) begin
        if(B) BrPre = prdict;
        else  BrPre = 1'b0;
    end
    always@(posedge clk or negedge rst_n) begin
        if(~rst_n) begin
            state <= WEAK_TAKE;
        end
        else begin
            if(stall) state <= state;
            else      state <= nxt_state;
        end
    end
endmodule
==> ./run.sh <==
#!/bin/bash
# OpenROAD 26Q1-2900-gdf79404cd8, Yosys 0.63+post, stock flow scripts
make -C /OpenROAD-flow-scripts/flow DESIGN_CONFIG=/design/flow/config.mk WORK_HOME=/design/flow/orfs finish
==> ./config.mk <==
export PLATFORM = sky130hd
export DESIGN_NAME = BPU
export DESIGN_NICKNAME = BPU
export VERILOG_FILES = /design/flow/design.v
export SDC_FILE = /design/flow/constraint.sdc
export NUM_CORES = 4
export LEC_CHECK = 1
export CORE_AREA = 10 10 70 70
export DIE_AREA = 0 0 80 80
==> ./constraint.sdc <==
current_design BPU

set clk_period 1.2
set clk_io_pct 0.2

create_clock -name clk0 -period $clk_period [get_ports {clk}]

set non_clock_inputs [all_inputs -no_clocks]
set_input_delay [expr $clk_period * $clk_io_pct] -clock clk0 $non_clock_inputs
set_output_delay [expr $clk_period * $clk_io_pct] -clock clk0 [all_outputs]
==> impl_metrics.yaml <==
# implementation run metrics
run_status:
  run_status: "completed"
floorplan:
  die.size.y_um: 80
  die_w_um: 80
  coreArea_um2: 3420
  row_count: 21
  dieArea_um2: 6400
  floorplan.initialDensity_pct: 5.27
  number_of_ports_placed_on_the_die_boundary: 6
setup_path:
  crit_path_end_kind: "output pin"
  setup.worst_path.start_class: "input port"
  critical_path_arrival_ps: 930
  timing.critical_path.fanout_max: 1
  timing.critical_path.buf_inv: 2
  r2r-start: "state[1]$_DFF_PN0_"
  timing.critical_path.cells: "clkdlybuf4s50_1 -> nor3b_2 -> buf_2"
  criticalPathCategory: "input port to output pin"
  worst_path_largest_cell_delay_ps: 440
  critical_path_required_ps: 960
  worst_path_max_delay_cell: "sky130_fd_sc_hd__clkdlybuf4s50_1"
  startpoint: "B"
  gate_family_responsible_for_the_most_delay_along_the_worst_path: "buffers and inverters"
timing:
  final.setup.tns_ps: 0
  fin_crit_ps: 1170
  timing_hold_violations_final: 0
  final.hold.worst_slack_ps: 194
  drv_slew: 0
  clock.fmax_mhz: 852
  timing.slew.headroom_pct: 83.8
  setup_ws_ps: 26.8
  layout_worst_path_cycle_share_pct: 97.8
  timing_worst_slew_pin_value_ps: 243
  final-setup-viol-count: 0
  fin_skew_ps: 10.2
power_and_ir_drop:
  sw_frac_of_total_pct: 25.6
  comb_power_share_pct: 23.3
  p_clk_share_pct: 37.9
  cellInternalPower_w: 0.000365
  seq_power_share_pct: 38.7
  power_per_cell_area_nw_per_um2: 1460
  fin_total_pwr_w: 0.000490
  power.static_leakage_nw: 0.125
  power.switching_w: 0.000126
  power.ir.vdd_worst_mv: 0.276
flow_run:
  log.warning_count: 25
  cap_violations: 0
logic_synthesis:
  top_area_cell: "sky130_fd_sc_hd__dfrtp_1"
  synthesis.area_um2: 180
  yosysSeqAreaShare_pct: 56.3
  mapped_cells: 18
  yosysWarnings: 1
  synth_chip_area_um2: 180
  post-synth-top-area-fraction_pct: 41.7
  yosysCellCount: 18
  ys_top_cells_by_area: "sky130_fd_sc_hd__dfrtp_1 42%, sky130_fd_sc_hd__dfstp_2 15%, sky130_fd_sc_hd__a21oi_2 9.7%"
  postSynthRegisterBits: 4
  synth.lib_cells_used.distinct: 10
  mean_area_per_synthesized_cell_um2: 10.0
clocking:
  cts_buffers: 3
  cts.hold.buffers_added: 0
  clk_pin_slew_worst_paths_ps: 40
  cts_h_tree_depth: 1
  ctsRootBufferMaster: "sky130_fd_sc_hd__clkbuf_4"
  numClockSinks: 4
  cts_tree: "yes"
  worstSkewPairLatency_ps: 240
  clock_path_buffers: 2
drt:
  detail_route.first_pass.iterations: 2
  detail_route.iter0.violations: 23
  routed_wl_um: 477
  insertedDiodeCount: 0
  highest_layer: "met3"
  route.detailed.wl_per_inst_um: 6.28
  vias: 167
  avgViaCountPerCell: 2.20
  met1_wirelength_um: 229
  drt.antenna.violating_nets: 0
  dr_wl_met3_um: 111
  detail_route.drc_violations: 0
  route.met2.wl_um: 136
finish:
  layout_top_cell_excl_fill_tap: "sky130_fd_sc_hd__clkdlybuf4s50_1"
  commonest_cells_after_routing_fill_and_taps_aside: "4 x sky130_fd_sc_hd__clkdlybuf4s50_1, 3 x sky130_fd_sc_hd__o21ai_0, 3 x sky130_fd_sc_hd__clkbuf_4, 3 x sky130_fd_sc_hd__buf_4, 3 x sky130_fd_sc_hd__dfrtp_1"
  post-route-cell-area_um2: 337
  final_layout_size_suffix_gt1_share_pct: 36.7
  area_overhead_vs_synth_pct: 86.8
  final.fill_count: 397
  largest_register_ff_count: 4
  top_regs: "state: 4 flops"
  registers.top_by_ff_count: "state"
worst_hold_path:
  hold_class: "input port to asynchronous set/reset pin"
global_routing:
  grt_remaining_overflow: 0
  grt_pass1_vias: 176
  largest_net_degree_at_the_start_of_global_routing: 8
  number_of_antenna_violations_at_the_first_check_in_global_routing: 0
  gr-usage-all-layers_pct: 1.83
  grt_first_pass_wirelength_um: 834
placed_design:
  gp_routability_congestion: 0.791
  detailed_place_hpwl_um: 350
  io_buffer_count: 5
  dpl-instance-area_um2: 303
  post-place-ws_ps: -407
==> worst paths after layout <==
kind | end | slack [ps] | depth (start not counted)
min | state[3]$_DFF_PN0_ | 190 | 1
max in group asynchronous | state[0]$_DFF_PN1_ | 760 | 1
max reg2reg | state[0]$_DFF_PN1_ | 230 | 4
min reg2reg | state[0]$_DFF_PN1_ | 510 | 2
min in group clk0 | state[0]$_DFF_PN1_ | 510 | 2
max | BrPre | 30 | 3
==> logic make-up (layout without fill, tap and decap cells) <==
group	Yosys count	after routing	synth area share (%)
buffers and inverters	2	14	4.17
AOI/OAI and AO/OA	6	6	20.8
DFF	4	4	56.3
and+or+nand+nor	6	6	18.8
==> per-layer routing <==
| metal | global-route usage, % | up-vias |
|---|---|---|
| li1 | - | 84 |
| met1 | 1.93 | 74 |
| met2 | 1.93 | 9 |
| met3 | 2.84 | 0 |
| met4 | 0.176 | 0 |
| met5 | 0 | - |
==> through the flow <==
stage,util [%],instances
floorplan,-,18
global placement,8.86,71
detailed placement,8.86,71
CTS,9.63,75
global route,9.85,76
finish,9.85,76
==> synth_stat cells <==
| library cell | n |
|---|---|
| sky130_fd_sc_hd__nand2b_1 | 2 |
| sky130_fd_sc_hd__a21oi_2 | 2 |
| sky130_fd_sc_hd__o21ai_0 | 3 |
| sky130_fd_sc_hd__nor2b_1 | 1 |
| sky130_fd_sc_hd__dfrtp_1 | 3 |
| sky130_fd_sc_hd__inv_1 | 2 |
| sky130_fd_sc_hd__dfstp_2 | 1 |
| sky130_fd_sc_hd__nor3b_1 | 1 |
| sky130_fd_sc_hd__nand2_1 | 2 |
| sky130_fd_sc_hd__o21ai_1 | 1 |
==> layout make-up <==
| cell class | count | area [um^2] | share of cell area (%) |
|---|---|---|---|
| Clock buffer | 4 | 26.3 | 7.81 |
| Sequential cell | 4 | 101 | 30.1 |
| Timing Repair Buffer | 8 | 67.6 | 20.1 |
| Tap cell | 46 | 57.6 | 17.1 |
| Inverter | 2 | 7.51 | 2.23 |
| Multi-Input combinational cell | 12 | 76.3 | 22.7 |
==> repair_timing <==
| item | CTS | global route |
|---|---|---|
| buffers inserted | 0 | 1 |
| endpoints found under the setup margin | 1 | 1 |
| endpoints found under the hold margin | 0 | 0 |
| gates resized | 4 | 0 |
==> worst reg2reg max path, delay by kind of cell, from the launching register on <==
kind | cells | cell delay [ps]
compound gates | 2 | 230
flops | 1 | 380
buf+inv | 2 | 260
==> power by group through the flow <==
| stage | Combinational (W) | Clock, W | Sequential [W] |
|---|---|---|---|
| 5_1_grt | 0.000128 | 0.000212 | 0.000194 |
| 4_1_cts | 0.000106 | 0.000194 | 0.000190 |
| 6_report | 0.000114 | 0.000186 | 0.000190 |
Power figures rest on the tool's default switching activity, not on a simulated workload.
